==> flow/design.v <==
module RAM_sync(clk, addr, din, dout, we);
  parameter A = 10;  
  parameter D = 8;   
  input  clk;		 
  input  [A-1:0] addr;	 
  input  [D-1:0] din;	 
  output [D-1:0] dout;	 
  input  we;		 
  reg [D-1:0] mem [0:(1<<A)-1];  
  always @(posedge clk) begin
    if (we)		 
      mem[addr] <= din;	 
    dout <= mem[addr];	 
  end
endmodule
module RAM_async(clk, addr, din, dout, we);
  parameter A = 10;  
  parameter D = 8;   
  input  clk;		 
  input  [A-1:0] addr;	 
  input  [D-1:0] din;	 
  output [D-1:0] dout;	 
  input  we;		 
  reg [D-1:0] mem [0:(1<<A)-1];  
  always @(posedge clk) begin
    if (we)		 
      mem[addr] <= din;	 
  end
  assign dout = mem[addr];  
endmodule
module RAM_async_tristate(clk, addr, data, we);
  parameter A = 10;  
  parameter D = 8;   
  input  clk;		 
  input  [A-1:0] addr;	 
  inout  [D-1:0] data;	 
  input  we;		 
  reg [D-1:0] mem [0:(1<<A)-1];  
  always @(posedge clk) begin
    if (we)		  
      mem[addr] <= data;  
  end
  assign data = !we ? mem[addr] : {D{1'bz}};  
endmodule
==> flow/run.sh <==
#!/bin/bash
# OpenROAD 26Q1-2900-gdf79404cd8, Yosys 0.63+post, stock flow scripts
make -C /OpenROAD-flow-scripts/flow DESIGN_CONFIG=/design/flow/config.mk WORK_HOME=/design/flow/orfs finish
==> flow/config.mk <==
export PLATFORM = sky130hd
export DESIGN_NAME = RAM_sync
export DESIGN_NICKNAME = RAM_sync
export VERILOG_FILES = /design/flow/design.v
export SDC_FILE = /design/flow/constraint.sdc
export NUM_CORES = 4
export LEC_CHECK = 1
export CORE_UTILIZATION = 30
export SYNTH_MEMORY_MAX_BITS = 65536
==> flow/constraint.sdc <==
current_design RAM_sync

set clk_period 33.2
set clk_io_pct 0.2

create_clock -name clk0 -period $clk_period [get_ports {clk}]

set non_clock_inputs [all_inputs -no_clocks]
set_input_delay [expr $clk_period * $clk_io_pct] -clock clk0 $non_clock_inputs
set_output_delay [expr $clk_period * $clk_io_pct] -clock clk0 [all_outputs]
==> results.txt <==
Worst-margin pin slew: 1540 ps
Syn Area/Cell: 19.0 um2
Leakage: 0.116 uW
Post-synthesis adder-cell area fraction: 0%
Reg power frac: 54.2%
Synth Area in Compound Gates: 3.79%
Design Area, Final: 361000 um2
Grt ovf: 0
Outcome: finished, violations left
Post-layout period usage: 41.2%
P_int: 16500 uW
Peak supply drop: 0.0646 mV
Worst-path fanout max: 73
Crit Reg-Reg Endpoint: dout[7]$_DFF_P_
Cell count after synthesis: 16664
Late-Pin Clk Latency: 1200 ps
Fraction of registers with async set/reset: 0%
Setup bufs post-CTS: 0
# IOs: 28
EDFF count, synth: 8192
Startpoint types: input port
DR WL/cell: 27.9 um
Share of cells above drive strength 1: 14.9%
Yosys cell count: 16664
Worst setup EP type: flop
Layout Utilization: 34.4%
Final setup TNS: 0 ps
P&R area growth vs syn: 14.1%
Slew Limit Fails: 2
Cell taking the most area after synthesis: edfxtp_1
Failing checks: max-capacitance violations, max-slew violations
Total GRT Usage: 17.7%
Initial DRC count: 10563
Placer congestion estimate: 0.892
Yosys warning total: 3
Mux area share: 13.9%
WP data required: 34210 ps
Standard-cell rows: 376
Synth flops: 8200
Synth Flop Type: edfxtp_1
# setup viols final: 0
Hold/Removal Path Class: reg -> reg
Die ar.: 1060000 um2
Routed WL: 890000 um
Slew HR: -3.78%
Clk network pwr share: 41.3%
Reg2reg path depth: 8
Biggest area cells: edfxtp_1, mux2i_1, mux4_2, o22ai_1, nor2_1
Met1 wire length: 284000 um
Via/cell ratio: 5.04
Clock Tree Buf Depth: 4
Crit path DAT: 14700 ps
Minimum clock period: 13690 ps
RSZ-0062 raised after global routing: no
Die X-Extent: 1030 um
Power per cell area: 58.4 nW/um2
Start of the worst register-to-register path: mem[691][7]$_DFFE_PP_
Final hold vios: 0
Antenna violations before repair: 73
Reg-to-reg slack, setup: 28990 ps
# resized after CTS: 0
Post-synthesis cell type count: 59
Simple-Gate Fraction of Synth Area: 2.87%
Die Y: 1030 um
Pre-antenna DRT Iters: 7
First-pass GRT wire length: 1260000 um
Commonest cells post-synth: edfxtp_1, mux2i_1, nor2_1
Clk slew on worst S/H paths: 60 ps
Worst hold stages: 5
Hold wc startpoint: mem[610][6]$_DFFE_PP_
DRC Markers: 0
Tool Warnings: 42
Hold_buf cts: 0
Met2 Wirelength: 400000 um
Yosys chip area: 316000 um2
Vias in the first global route: 170902
Via count: 160896
Maxcap violations: 1
Sw Pwr: 4550 uW
Switching Share: 21.6%
Combinational fraction of design power: 4.5%
Fp util: 30.1%
Fmax: 0.0730 GHz
Synth logic family: multiplexers
Max H-tree Level: 6
Worst Skew: 122 ps
DR top layer: met5
Dominant cell area share: 77.8%
Post-Synth XOR/XNOR Area: 0%
Critical path class: in -> reg
# fillers: 96277
Sequential-to-total area share from yosys stat: 77.8%
CTS tree: done
Largest net degree at the start of global routing: 108
Core Footprint: 1050000 um2
Wire length on met3: 169000 um
Synthesized cell area: 316000 um2
Post-DP Area: 335000 um2
Top-count cell post-synth: edfxtp_1
Hold Path End: dout[6]$_DFF_P_
Detail Placement HPWL: 551000 um
Post-route ant nets: 0
PortBufs: 27
Num CTS Buffers: 785
Clk sinks: 8200
CTS root buf: clkbuf_16
how the worst max path moves through the flow:
stage,startpoint,endpoint,cells after the start
finish,addr[1],dout[0]$_DFF_P_,16
CTS,addr[1],dout[0]$_DFF_P_,16
global route,addr[1],dout[0]$_DFF_P_,16
cells by family (layout without fill, tap and decap cells):
family / count (synthesis) / in the layout
buf+inv: 1083 / 2199
simple gates: 2117 / 2117
flops: 8200 / 8200
mux: 3447 / 3447
compound gates: 1817 / 1817
other cells: 0 / 130
cell usage in the layout (no fill, tap or decap), types with 130 or more instances in the layout:
master,n
nand2_1,198
diode_2,130
clkbuf_16,790
a22oi_1,145
edfxtp_1,8192
buf_4,723
nor3_1,165
mux4_2,748
nor2_1,1376
o22ai_1,1098
nor4_1,178
mux2i_1,2684
clkinv_1,206
clkbuf_1,188
through the flow:
stage | worst slack (ps) | instances | hold slack (ps) | total power (uW)
floorplan | 23680 | 16664 | 677 | 12100
global placement | 18470 | 30339 | 989 | 12600
detailed placement | 18470 | 30339 | 964 | 12600
CTS | 19670 | 31766 | 978 | 21200
global route | 19100 | 31819 | 1040 | 21600
finish | 19510 | 31896 | 971 | 21100
critical path, stage by stage:
cell and delay, ps:
buf_16 240, buf_4 520, buf_4 540, buf_4 590, buf_4 600, buf_4 580, buf_4 690, buf_4 540
buf_4 610, mux2i_1 260, o22ai_1 130, nor3_1 240, o2111ai_1 230, nand4_1 550, o2111ai_1 810, or4_1 690
sequential cells by signal, summed over array words and instances, names as in the netlist:
name / flops
dout: 8
mem: 8192
per-layer routing:
layer / global-route usage [%] / vias to the layer above
li1: - / 68882
met1: 18.8 / 81044
met2: 25.4 / 9245
met3: 15.4 / 1599
met4: 6.10 / 126
met5: 1.56 / -
power by group through the flow:
stage,clock network [uW],logic (uW),registers (uW)
final,8710,950,11400
after global routing,9210,1010,11400
after CTS,8820,952,11400
layout make-up:
class	instances	area [um2]	share of cell area, %
Sequential cell	8200	246000	68.2
Antenna cell	130	325	0.0902
Multi-Input combinational cell	7381	65600	18.2
Clock buffer	981	20500	5.69
Timing Repair Buffer	769	6160	1.71
Clock inverter	446	4460	1.24
Tap cell	13986	17500	4.85
Inverter	3	21.3	0.00590
Power figures rest on the tool's default switching activity, not on a simulated workload.
